==> ./design.v <==
module controller(
	input      [5:0] opcode,
	input      [5:0] func,
	output reg RegDst,
	output reg DataC,
	output reg RegWrite,
	output reg Branch,
	output reg MemRead,
	output reg MemWrite,
	output reg [1:0] PCSrc_o,
	output reg [3:0] AluOperation,
	output reg imm_en_o,
	output reg signed_imm
	);
	always@(opcode,func) begin
		    {signed_imm, imm_en_o, RegDst,PCSrc_o,DataC,RegWrite,Branch,MemRead,MemWrite,AluOperation}=0;
			case(opcode) 
			6'b001011: begin
                RegDst = 1;	 
				RegWrite=1;
				AluOperation=4'b0100;
				imm_en_o = 1;
            end
            6'b001100: begin
				RegDst = 1;  
                RegWrite = 1;
                imm_en_o = 1;
                AluOperation = 4'b0000; 
            end
            6'b001101: begin
				RegDst = 1;  
                RegWrite = 1;
                imm_en_o = 1;
                AluOperation = 4'b0001; 
            end
            6'b001110: begin
				RegDst = 1;  
                RegWrite = 1;
                imm_en_o = 1;
                AluOperation = 4'b0110; 
            end
            6'b001111: begin
				RegDst = 1;  
                RegWrite = 1;
                imm_en_o = 1;
                AluOperation = 4'b0111;  
            end
            6'b000101: begin
                AluOperation=4'b0011;
				Branch=1;
            end
			6'b000000: begin
				RegDst=1'b0;  
				RegWrite=1;
				case (func)
				6'b100010: AluOperation = 4'b0011;  
				6'b101010: AluOperation = 4'b0100;  
				6'b100000: AluOperation = 4'b0010;  
				6'b100001: AluOperation = 4'b0010;  
				6'b100011: AluOperation = 4'b0011;  
				6'b101011: AluOperation = 4'b0100;  
				6'b100100: AluOperation = 4'b0000;  
				6'b100101: AluOperation = 4'b0001;  
				6'b100110: AluOperation = 4'b0110;  
				6'b100111: AluOperation = 4'b0101;  
				6'b000000: AluOperation = 4'b1000;  
				6'b000010: AluOperation = 4'b1001;  
				6'b000011: AluOperation = 4'b1010;  
				6'b000100: AluOperation = 4'b1011;  
				6'b000110: AluOperation = 4'b1100;  
				6'b000111: AluOperation = 4'b1101;  
				6'b001000: PCSrc_o = 2'b10;		    
				6'b001001: begin				    
					PCSrc_o = 2'b10;
					DataC=1;
					RegWrite=1;
				end	
				endcase
			 end
			6'b001000: begin
				signed_imm=1;
				RegWrite=1;
				RegDst = 1;  
				AluOperation=4'b0010;
				imm_en_o = 1;
			 end
			6'b001001: begin
				RegDst = 1;	 
				RegWrite=1;
				AluOperation=4'b0010;
				imm_en_o = 1;
			 end
			6'b001010: begin
				signed_imm=1;
				RegDst = 1;	 
				RegWrite=1;
				AluOperation=4'b0100;
				imm_en_o = 1;
			 end
			6'b100011: begin
				signed_imm=1;
				RegWrite=1;
				RegDst = 1;	 
				AluOperation=4'b0010;
				MemRead=1;
				imm_en_o = 1;
			 end
			6'b101011: begin
				AluOperation=4'b0010;
				MemWrite=1;
				imm_en_o=1;
				signed_imm=1;
			 end
			6'b000100: begin
				AluOperation=4'b0011;
				Branch=1;
			 end
			6'b000010: begin
				PCSrc_o = 2'b01;
			 end
			6'b000011: begin
				RegDst=2'b10;
				DataC=1;
				RegWrite=1;
				PCSrc_o = 2'b01;
			 end
			endcase
	end
endmodule
==> ./run.sh <==
#!/bin/bash
# OpenROAD 26Q1-2900-gdf79404cd8, Yosys 0.63+post, stock flow scripts
make -C /OpenROAD-flow-scripts/flow DESIGN_CONFIG=/design/flow/config.mk WORK_HOME=/design/flow/orfs finish
==> ./config.mk <==
export PLATFORM = sky130hd
export DESIGN_NAME = controller
export DESIGN_NICKNAME = controller
export VERILOG_FILES = /design/flow/design.v
export SDC_FILE = /design/flow/constraint.sdc
export NUM_CORES = 4
export LEC_CHECK = 1
export CORE_AREA = 10 10 70 70
export DIE_AREA = 0 0 80 80
==> ./constraint.sdc <==
current_design controller

set clk_period 2.2
set clk_io_pct 0.2

create_clock -name clk0 -period $clk_period

set non_clock_inputs [all_inputs -no_clocks]
set_input_delay [expr $clk_period * $clk_io_pct] -clock clk0 $non_clock_inputs
set_output_delay [expr $clk_period * $clk_io_pct] -clock clk0 [all_outputs]
==> out/results.ini <==
[grt]
antenna_found_initial=0
use_met2=0.0955
met1_usage=0.0651
grt.total_usage=0.0519
grt_pass1_wl_um=2780
grt-ovfl-total=0
busiest_layer=met2
grt_pass1_vias=574
grt_max_degree=9
use_met3=0.00795

[sta]
hold_slack_ps=1230
fmax_mhz=470
rsz0062_at_grt=no
hold_viol_final=0
period_minus_slack_ps=2130
setup_viol=0
worstMarginPinSlew_ps=275
max_slew_margin=0.815
slew_viol_final=0
finalCritPeriodShare=0.967

[worst_setup_path]
cp.depth=5
path_class=input port to output port
end_kind=output port
worstPathArrival_ps=1690
startpoint=opcode[3]
cp.required_ps=1760
cpLargestDelayFamily=buffers and inverters
cpMaxStageDelayCell=clkdlybuf4s50_1
path_buffers=2
crit_fanout=6
endpoint=AluOperation[2]
worstPathCellList=buf_6 -> nor4_4 -> and2_4 -> a32o_2 -> clkdlybuf4s50_1
slowest_delay_ps=460
start_kind=input port

[flow_run]
maxCapViolCount=0
tool_warnings=36

[synthesis]
synthCells=55
synth.largest_area_cell=ha_1
syn_area_um2=439
area_leaders=ha_1 (14%), nor3_1 (5.7%), mux4_2 (5.1%)
syn_area_per_cell_um2=7.98
top_cell_area_share=0.142
yosys.stat.chipArea_um2=439
ys_cells=55
yosysUniqueCellTypes=34
ys_seq_frac=0
yosys_warnings=1

[pwr]
p_switching_mw=0.0534
p_sw_frac=0.436
p_total_mw=0.122
power.density_nw_per_um2=128
seqPwrFrac=0
intPower_mw=0.0691
clockPowerShare=0
power.leakage_nw=0.467
pwr-share-comb=1.000
peakVddDrop_uv=20.8

[worst_hold_path]
hp-class=input port to output port

[route]
wl_per_cell_um=11.5
n_antenna_cell=0
drc=0
drt_iter0_markers=20
via_per_inst=3.97
drt_wl_total_um=1700
dr_total_vias=587
dr.pass1.iters=2
drtAntennaViolNets=0

[layout]
clock_buffers=0
fillers=355
seq_cells=0
flop_area_um2=0
utilization=0.280
drive_gt1_frac=0.578
layout.cells.non_filler=148
syn_to_final_growth_pct=118

[floorplanning]
core_area_um2=3420
die_x_um=80
initCoreUtil=0.129
die_area_um2=6400
die_h_um=80
pin_count=26
rows=21

[placed_design]
place_inst=143
place_congestion=0.706
port_buffers=26
dpl.hpwl_um=1410

[run_status]
status=completed

-- power by group through the flow --
| stage | Clock, mW | Sequential [mW] | Combinational [mW] |
|---|---|---|---|
| 4_1_cts | 0 | 0 | 0.121 |
| 5_1_grt | 0 | 0 | 0.133 |
| 6_report | 0 | 0 | 0.122 |
-- synthesized netlist by cell type (all sizes together), types with 2 or more instances --
cell type and instances:
a21oi 3, and2 3, and2b 2, and3b 2
buf 2, ha 5, inv 4, nand2b 3
nor2 3, nor3 6, nor3b 2
-- per-stage QoR --
stage               setup TNS (ps)  setup slack, ps  cell area [um2]
floorplan                        0              450              439
global placement             -5960             -651              878
detailed placement           -6080             -655              878
CTS                              0             1.00              951
global route                     0             1.31              957
finish                           0             72.5              957
-- logic make-up (layout without fill, tap and decap cells) --
logic type | count (synthesis) | after routing | share of synthesized area
AOI/OAI and AO/OA | 11 | 11 | 0.197
adders and majority gates | 5 | 5 | 0.142
and+or+nand+nor | 30 | 30 | 0.504
buffers and inverters | 7 | 54 | 0.0826
muxes | 2 | 2 | 0.0741
-- metal layers --
metal	part of all wire	routed length (um)	up-vias
met5	0	0	-
met4	0	0	0
met3	0.035	60	0
met2	0.53	896	8
met1	0.44	747	277
li1	-	-	302
-- area by class of cell --
cell class,instances,area [um2],share of cell area
inverter,4,15.0,0.0157
multi-input combinational,48,480,0.502
tap,46,57.6,0.0601
timing repair buffer,50,404,0.422
-- placed cells by master, fill, tap and decap left out, types with 2 or more instances in the layout --
cell type        instances
clkdlybuf4s50_1          6
nor3_2                   4
inv_1                    2
buf_2                    5
buf_4                   22
clkbuf_2                 4
ha_1                     4
and2b_2                  2
buf_6                    5
inv_2                    2
dlygate4sd2_1            6
nand2b_1                 3
and3b_2                  2
dlymetal6s2s_1           2
nor2_1                   3
a21oi_1                  3
-- how the worst min path moves through the flow --
| stage | start | to | slack (ps) | cells past startpoint |
|---|---|---|---|---|
| CTS | opcode[2] | AluOperation[0] | 1290 | 4 |
| global route | opcode[2] | AluOperation[0] | 1250 | 4 |
| finish | opcode[2] | AluOperation[0] | 1230 | 4 |
-- repair_timing --
| action | 4_1_cts | 5_1_grt |
|---|---|---|
| hold endpoints to repair | 0 | 0 |
| endpoints found under the setup margin | 14 | 8 |
| resized | 59 | 20 |
| pin swaps | 12 | 9 |
| hold buffers | 0 | 0 |
| setup buffers | 5 | 1 |
Power is estimated from default activity; no workload was simulated.
